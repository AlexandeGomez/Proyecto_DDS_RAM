===== run.sh =====
#!/bin/bash
# OpenROAD 26Q1-2900-gdf79404cd8, Yosys 0.63+post, stock flow scripts
make -C /OpenROAD-flow-scripts/flow DESIGN_CONFIG=/design/flow/config.mk WORK_HOME=/design/flow/orfs finish

===== config.mk =====
export PLATFORM = sky130hd
export DESIGN_NAME = top_module
export DESIGN_NICKNAME = top_module
export VERILOG_FILES = /design/flow/design.v
export SDC_FILE = /design/flow/constraint.sdc
export NUM_CORES = 4
export LEC_CHECK = 1
export CORE_UTILIZATION = 40

===== constraint.sdc =====
current_design top_module

set clk_period 33.8
set clk_io_pct 0.2

create_clock -name clk0 -period $clk_period [get_ports {clk_top}]

set non_clock_inputs [all_inputs -no_clocks]
set_input_delay [expr $clk_period * $clk_io_pct] -clock clk0 $non_clock_inputs
set_output_delay [expr $clk_period * $clk_io_pct] -clock clk0 [all_outputs]

===== design.v =====
module flag_ram_full #(parameter ADDR_WIDTH = 8)(
	input clk,
	input [(ADDR_WIDTH-1) : 0] addr,
	output reg ram_full
);
always @(posedge clk) begin
	if(addr==(2**ADDR_WIDTH)-1)
		ram_full <= 1'b1;
	else
		ram_full <= 1'b0;
end
endmodule
module mealy_sm
(
	input	clk,
	input reset,
	input ram_full,
	input [1:0] instruct,
	output reg write_ena,
	output reg phase_ena,
	output reg tuning_ena
);
	reg		[1:0]state;
	parameter IDLE = 0, RAM_INIT = 1, TUNING_INIT = 2, DDS_RUNNING = 3;
	always @ (posedge clk or negedge reset) begin
		if (!reset)
			state <= IDLE;
		else
			case (state)
				IDLE:
					if (instruct==2'b01)
						state <= RAM_INIT;
					else if(instruct==2'b11)
						state <= DDS_RUNNING;
					else
						state <= IDLE;
				RAM_INIT:
					if (ram_full)
						state <= IDLE;
					else if (instruct==2'b10)
						state <= TUNING_INIT;
					else 
						state <= RAM_INIT;
				TUNING_INIT:
					begin
						state <= RAM_INIT;
					end
				DDS_RUNNING:
					if (!ram_full)
						state <= IDLE;
					else
						state <= DDS_RUNNING;
			endcase
	end
	always @ (state or ram_full)
	begin
			case (state)
				IDLE:
					begin
						write_ena <= 1'b0;
						phase_ena <= 1'b0;
						tuning_ena <= 1'b0;
					end
				RAM_INIT:
					if(!ram_full)
						begin
							write_ena <= 1'b1;
							phase_ena <= 1'b0;
							tuning_ena <= 1'b0;
						end
					else
						begin
							write_ena <= 1'b0;
							phase_ena <= 1'b0;
							tuning_ena <= 1'b0;
						end
				TUNING_INIT:
					begin
						write_ena <= 1'b1;
						phase_ena <= 1'b0;
						tuning_ena <= 1'b1;
					end
				DDS_RUNNING:
					if (!ram_full)
						begin
							write_ena <= 1'b0;
							phase_ena <= 1'b0;
							tuning_ena <= 1'b0;
						end
					else
						begin
							write_ena <= 1'b0;
							phase_ena <= 1'b1;
							tuning_ena <= 1'b0;
						end
			endcase
	end
endmodule
module phase_generator #(parameter DATA_WIDTH = 8, parameter ADDR_WIDTH = 8)(
	input [(DATA_WIDTH-1) : 0] tw_in,
	input phase_ena,
	input clk,
	input rst,
	output [(ADDR_WIDTH-1) : 0] read_addr
);
reg [(ADDR_WIDTH) : 0] aux_addr;
always@(negedge clk or negedge rst) begin
	if(!rst)
		aux_addr <= 0;
	else
		begin
			if(phase_ena)
				begin
					if(aux_addr>=(2**ADDR_WIDTH-1))
						aux_addr <= 0;
					else
						aux_addr <= aux_addr + tw_in;
				end
			else
				aux_addr <= aux_addr;
		end
end
assign read_addr = aux_addr[(ADDR_WIDTH-1):0];
endmodule
module simple_dual_port_ram_single_clock #(parameter DATA_WIDTH=8, parameter ADDR_WIDTH=8)
(
	input [(DATA_WIDTH-1):0] data,
	input [(ADDR_WIDTH-1):0] read_addr, write_addr,
	input we, clk,
	output reg [(DATA_WIDTH-1):0] q
);
	reg [DATA_WIDTH-1:0] ram[2**ADDR_WIDTH-1:0];
	always @ (posedge clk)
	begin
		if (we)
			ram[write_addr] <= data;
		q <= ram[read_addr];
	end
endmodule
module top_module #(parameter DATA_WIDTH = 8, parameter ADDR_WIDTH = 8)(
	input clk_top,
	input reset_top,
	input [1:0] instruct_top,
	input [(DATA_WIDTH-1) : 0] data_top,
	input [(ADDR_WIDTH-1) : 0] write_addr_top,
	output [(DATA_WIDTH-1) : 0] tw_out_top,
	output [(ADDR_WIDTH-1) : 0] read_addr_top,
	output [(DATA_WIDTH-1):0] q_top,
	output ram_full_top,
	output write_ena_top,
	output phase_ena_top,
	output tuning_ena_top
);
tuning_word #( .ADDR_WIDTH(ADDR_WIDTH)) tw_dut(
	.clk		(clk_top),
	.tw_in	(write_addr_top),
	.ena_tw	(tuning_ena_top),
	.tw_out	(tw_out_top)
);
phase_generator #( .DATA_WIDTH(DATA_WIDTH), .ADDR_WIDTH(ADDR_WIDTH)) phgen_dut(
	.tw_in		(tw_out_top),
	.phase_ena	(phase_ena_top),
	.clk			(clk_top),
	.rst			(reset_top),
	.read_addr	(read_addr_top)
);
simple_dual_port_ram_single_clock #( .DATA_WIDTH(DATA_WIDTH), .ADDR_WIDTH(ADDR_WIDTH)) ram_dut(
	.data			(data_top),
	.read_addr	(read_addr_top),
	.write_addr	(write_addr_top),
	.we			(write_ena_top),
	.clk			(clk_top),
	.q				(q_top)
);
flag_ram_full #( .ADDR_WIDTH(ADDR_WIDTH)) flag_ram_dut(
	.clk			(clk_top),
	.addr			(write_addr_top),
	.ram_full	(ram_full_top)
);
mealy_sm fsm_dut(
	.clk			(clk_top),
	.reset		(reset_top),
	.ram_full	(ram_full_top),
	.instruct	(instruct_top),
	.write_ena	(write_ena_top),
	.phase_ena	(phase_ena_top),
	.tuning_ena	(tuning_ena_top)
);
endmodule
module tuning_word #(parameter ADDR_WIDTH = 8)(
	input clk,
	input [(ADDR_WIDTH-1) : 0] tw_in,
	input ena_tw,
	output reg [(ADDR_WIDTH-1) : 0] tw_out
);
always@(posedge clk) begin
	if(ena_tw)
		begin
			tw_out <= tw_in;
		end
	else
		tw_out <= tw_out;
end
endmodule

==> impl_metrics.yaml <==
# flow metrics
cells_and_area:
  drive_gt1_frac: 0.221
  flop_area_um2: 62200
  num-fill-cells: 16300
  logic_area_um2: 17200
  area_growth_pct: 12.2
clock_network:
  cts_setup_buffers: 0
  hold_buffers: 0
  cts_resized: 0
  numCtsBuffers: 204
  insertion_delay_ns: 0.85
  cts_sinks: 2078
  clockRootBuffer: "clkbuf_16"
  h-tree-depth: 4
  cts_tree: "done"
  clk_pin_slew_ns: 0.05
  cts_buffer_depth: 3
power_and_ir_drop:
  power_frac_comb: 0.020
  leakage_nw: 27.2
  power.switching_mw: 1.03
  clkPwrFrac: 0.420
  seqPwrFrac: 0.560
  pwr_density_cell_nw_per_um2: 55.8
  internal_power_mw: 4.05
  netSwitchingFraction: 0.204
  ir_worst_vdd_uv: 49.6
sta:
  fin_setup_tns_ns: 0
  setup_viol: 0
  relSlewSlack: 0.332
  finalClockSkew_ns: 0.106
  hold_viol_final: 0
  finalMaxSlewViolations: 0
  worst_pin_slew_ns: 0.998
  worst_slack_ns: 8.14
  rsz0062_at_grt: "no"
synth:
  ys_top_cells_by_count: "edfxtp_1 (2056), mux4_2 (447), nor2_1 (285)"
  edf_count: 2056
  netlist_top_cells_area: "edfxtp_1 (76%), mux4_2 (12%), mux2i_1 (1.7%)"
  syn_avg_cell_area_um2: 21.2
  synth_area_um2: 81100
  ys_types: 78
  top_cell: "edfxtp_1"
  ys.flop_type: "edfxtp_1"
  synthCells: 3819
  yosysWarnings: 5
  yosysCellCount: 3819
  synthArstFlopShare: 0.00626
  top_area_frac: 0.761
  yosys_area_um2: 81100
  ys_ff: 2078
  largest_area_cell: "edfxtp_1"
  ys_seq_frac: 0.768
route:
  detail-route-antenna-nets: 0
  wirelength_um: 212000
  post-route-drc-count: 0
  dr_total_vias: 39200
  routed_via_density: 5.74
  post_drt_wl_per_cell_um: 31.1
  drtIter0Drc: 2923
  drtPass1Iterations: 5
grt:
  grt_max_degree: 121
  gr-usage-all-layers: 0.232
  grt_pass1_vias: 42700
  grt_pass1_wl_um: 305000
  grt_overflow_total: 0
  antenna_found_initial: 6
flow_run:
  drv_cap: 0
  warning_count: 35
outcome:
  status: "completed"
worst_setup_path:
  crit_type: "reg -> out"
  crit_path_max_fanout: 21
  start_kind: "register"
  end_kind: "primary output"
  crit_arrival_ns: 18.90
  worstPathRequired_ns: 27.04
place:
  portBuffers: 47
  place.gp.congestion: 0.912
  dp.final_hpwl_um: 129000
  dp_slack_ns: 8.90
floorplan:
  fp.dieH_um: 452
  core_area_um2: 200000
  initCoreUtil: 0.404
  ios: 48
  fp.dieW_um: 452
  dieArea_um2: 205000
  num_rows: 164
min_path:
  hold_class: "reg -> reg"
==> cells in the final DEF, fill, tap and decap left out, types with 5 or more instances in the layout <==
cell and count:
a211oi_1 12, a21oi_1 89, a221oi_1 41, a22o_1 18
a22oi_1 93, a31oi_1 8, and3_1 5, buf_12 8
buf_4 158, bufinv_16 8, clkbuf_1 44, clkbuf_16 205
clkbuf_8 12, clkdlybuf4s50_1 39, clkinv_1 60, clkinv_2 33
dfrtn_1 9, dfxtp_1 9, diode_2 6, edfxtp_1 2056
ha_1 8, inv_1 5, mux2i_1 137, mux4_1 28
mux4_2 447, nand2_1 75, nand2b_1 10, nand3_1 43
nand4_1 10, nor2_1 282, nor2b_1 14, nor3_1 11
o211ai_1 6, o21ai_0 35, o221ai_1 13, o22ai_1 24
==> registers in the layout (all words and copies together) (netlist names) <==
register	cells
phgen_dut.aux_addr	9
ram_dut.q	8
ram_dut.ram	2048
flag_ram_dut.ram_full	1
fsm_dut.state	4
tw_dut.tw_out	8
==> power groups by stage <==
stage / clock network [mW] / logic (mW) / registers [mW]
CTS: 2.17 / 0.102 / 2.84
global route: 2.27 / 0.109 / 2.84
finish: 2.13 / 0.101 / 2.84
==> worst paths after layout <==
kind | start | to | slack (ns) | cells past startpoint
min in group asynchronous | reset_top | fsm_dut.state[3] | 6.31 | 1
worst max-delay path | phgen_dut.aux_addr[7] | read_addr_top[7] | 8.14 | 2
worst min-delay path | phgen_dut.aux_addr[8] | phgen_dut.aux_addr[8] | 0.47 | 2
worst min register to register | phgen_dut.aux_addr[8] | phgen_dut.aux_addr[8] | 0.47 | 2
max in group asynchronous | reset_top | phgen_dut.aux_addr[4] | 10.17 | 1
worst max register to register | phgen_dut.aux_addr[1] | ram_dut.q[2] | 11.52 | 12
==> area by class of cell <==
| cell class | count | area share |
|---|---|---|
| Clock buffer | 253 | 0.0588 |
| Inverter | 9 | 0.000371 |
| Tap cell | 2656 | 0.0365 |
| Sequential cell | 2078 | 0.684 |
| Antenna cell | 6 | 0.000165 |
| Timing Repair Buffer | 214 | 0.0204 |
| Clock inverter | 116 | 0.0101 |
| Multi-Input combinational cell | 1497 | 0.189 |
==> cells by family after synthesis <==
group	count (synthesis)	share of synthesized area
AOI/OAI and AO/OA	381	0.0330
xor gates and xnor gates	5	0.000540
adders and majority gates	9	0.00148
buffers and inverters	244	0.0206
DFF	2078	0.768
muxes	615	0.151
and+or+nand+nor	487	0.0261
==> critical path: stages, from the launching register on <==
cell and delay [ns]:
dfrtn_1 0.38, buf_4 0.33, clkdlybuf4s50_1 0.54
==> per-layer routing <==
layer | vias to the layer above | wire length [um] | share of wire | GRT usage
li1 | 16400 | - | - | -
met1 | 20000 | 68500 | 0.32 | 0.285
met2 | 2396 | 98900 | 0.47 | 0.332
met3 | 376 | 36800 | 0.17 | 0.178
met4 | 8 | 7530 | 0.035 | 0.0611
met5 | - | 369 | 0.0017 | 0.0159
==> per-stage QoR <==
stage / cells / hold WS, ns / area [um^2] / util / power, mW
2_1_floorplan: 3819 / 0.442 / 81100 / - / 2.92
3_5_place_dp: 6454 / 0.465 / 84700 / 0.422 / 3.00
3_3_place_gp: 6453 / 0.469 / 84700 / 0.422 / 3.00
6_report: 6829 / 0.469 / 91000 / 0.454 / 5.08
4_1_cts: 6823 / 0.479 / 91000 / 0.454 / 5.12
5_1_grt: 6825 / 0.513 / 91000 / 0.454 / 5.22
Power and IR drop assume default switching activity.
